`./run.sh`:
```
#!/bin/bash
# OpenROAD 26Q1-2900-gdf79404cd8, Yosys 0.63+post, stock flow scripts
make -C /OpenROAD-flow-scripts/flow DESIGN_CONFIG=/design/flow/config.mk WORK_HOME=/design/flow/orfs finish
```
`./config.mk`:
```
export PLATFORM = sky130hd
export DESIGN_NAME = as4_5
export DESIGN_NICKNAME = as4_5
export VERILOG_FILES = /design/flow/design.v
export SDC_FILE = /design/flow/constraint.sdc
export NUM_CORES = 4
export LEC_CHECK = 1
export CORE_AREA = 10 10 70 70
export DIE_AREA = 0 0 80 80
```
`./constraint.sdc`:
```
current_design as4_5

set clk_period 1.0
set clk_io_pct 0.2

create_clock -name clk0 -period $clk_period

set non_clock_inputs [all_inputs -no_clocks]
set_input_delay [expr $clk_period * $clk_io_pct] -clock clk0 $non_clock_inputs
set_output_delay [expr $clk_period * $clk_io_pct] -clock clk0 [all_outputs]
```
`./design.v`:
```
    module as4_5(a,b,out,s,c_or_b);
      input[3:0]a,b;
      input[1:0]s;
      output[3:0]out;
      output c_or_b;
      assign out= s[1]?s[0]?(a&b):(a|b):s[0]?(a^b):(a^b);     
      assign c_or_b= ~s & (a & b) |((~s[1] & s[0]) & (~a & b)) ;
    endmodule
```
==> reports/results.env <==
LAYOUT-AREA-OVERHEAD-VS-SYNTH_PCT=120
HOLDPATHSTAGES=3
MIN_FROM='s[0]'
VIOLATIONS='setup timing'
DR_VIAS_CELL=2.75
POWER_LEAKAGE_nW=0.253
GP_CONGESTION=0.616
CP_DATA_ARRIVAL_TIME_NS=0.95
CAP_VIOL_MAX_COUNT=0
DRT_WL_TOTAL_UM=820
FINISH.UTILIZATION=0.170
DPL_WORST_SLACK_NS=-1.02
ANTENNA_VIOLATING_NETS_POST_ROUTE=0
GRT_MAX_DEGREE=11
SETUP_VIOL_COUNT_FINAL=5
DIE_AREA_MM2=0.00640
YOSYS.STAT.SEQSHARE=0
SETUP.WORST_PATH.CLASS='in -> out'
FP.DIEH_UM=80
NUM-CLOCK-BUFFERS=0
DRC_ERRORS=0
POST-ROUTE-WORST-SETUP-SLACK_NS=-0.153
SYNTHESIZED_CHIP_AREA_REPORTED_BY_YOSYS_UM2=263
YOSYS_CELLS=38
FIRST_GLOBAL_VIAS=252
TIMING.HOLD.WORST_ENDPOINT='c_or_b'
GRTUSAGETOTAL=0.0226
DETAIL_ROUTE.ANTENNA_DIODES=0
FIN_SETUP_TNS_NS=-0.540
NUMBER_OF_ANTENNA_VIOLATIONS_AT_THE_FIRST_CHECK_IN_GLOBAL_ROUTING=0
TIMING.HOLD.WORST.CLASS='in -> out'
WL_PER_CELL_UM=8.04
INITIALDRTVIOLATIONCOUNT=18
MAXIMUM_CLOCK_RATE_MHz=868
GRT_FIRST_PASS_WIRELENGTH_UM=1210
LAYOUT.CELLS.MOST_COMMON='sky130_fd_sc_hd__buf_2'
MAXSLEWHEADROOM=0.870
CTS_HOLD_REPAIR.BUFFERS=0
DOMINANT_LOGIC_CELL_TYPES_IN_THE_FINAL_LAYOUT='7 x sky130_fd_sc_hd__buf_2, 6 x sky130_fd_sc_hd__buf_6, 5 x sky130_fd_sc_hd__inv_4, 5 x sky130_fd_sc_hd__ha_4, 4 x sky130_fd_sc_hd__buf_8'
POSTSYNTHAREAPERCELL_UM2=6.91
FINAL.MIN_CLOCK_PERIOD_NS=1.15
COMB_AREA_UM2=285
DRIVE_ABOVE_1_SHARE=0.625
DISTINCT_CELL_TYPE_COUNT_OF_THE_SYNTHESIZED_NETLIST=13
DETAILROUTE.VIA_COUNT=280
FIN_CRIT_SH=1.15
UNREPAIRED_SETUP_ENDPOINTS_AFTER_GLOBAL_ROUTING='yes'
FINAL-HOLD-VIOLATION-COUNT=0
DRV_SLEW=0
MAX_SLEW.WORST_PIN.SLEW_NS=0.195
DETAILEDROUTE.FIRSTPASSITERATIONCOUNT=3
STARTPOINT_TYPE='input pin'
REGAREA_UM2=0
POWER_PER_CELL_AREA_mW_PER_MM2=320
IOS=15
LOG.WARNING_COUNT=39
DIE_W_UM=80
NUM_ROWS=21
SYNTH_CELLS=38
AREA_OF_THE_CORE_MM2=0.00342
STATUS='finished with violations'
CRIT_PATH_END_KIND='output port'
DPL.HPWL_UM=653
WORST-ENDPOINT-REQUIRED_NS=0.80
POST-LAYOUT-TOTAL-POWER_uW=185
NETLIST_AREA_UM2=263
FP-UTILIZATION=0.0769
FF_COUNT=0
TOTAL_NUMBER_OF_YOSYS_WARNINGS=0
GRT_REMAINING_OVERFLOW=0
WORST-PATH-MAX-FANOUT=2
PORTBUFFERS=15
PEAKVDDDROP_mV=0.0903
FILLER_INSTANCES=392
where the power goes:
group	switching, mW	internal, mW	leakage [nW]
combinational	0.0736	0.112	0.253
clock	0	0	0
sequential	0	0	0
worst max-delay path, cell delays in order:
cell	delay, ns
sky130_fd_sc_hd__buf_6	0.07
sky130_fd_sc_hd__inv_2	0.02
sky130_fd_sc_hd__ha_2	0.15
sky130_fd_sc_hd__or2_1	0.20
sky130_fd_sc_hd__a31oi_1	0.18
sky130_fd_sc_hd__buf_2	0.12
through the flow:
| stage | std cells | instance area [um2] | hold slack [ns] |
|---|---|---|---|
| after CTS | 102 | 499 | 0.783 |
| after global routing | 102 | 579 | 0.826 |
| final | 102 | 579 | 0.765 |
| after floorplan | 38 | 263 | 0.543 |
| after global placement | 101 | 484 | 1.55 |
| after detailed placement | 101 | 484 | 1.55 |
what timing repair did:
action | CTS | global route
hold endpoints to repair | 0 | 0
pin swaps | 10 | 9
buffers inserted | 1 | 0
resized | 83 | 15
endpoints found under the setup margin | 5 | 5
area by class of cell:
| class | instances | share of cell area |
|---|---|---|
| Multi-Input combinational cell | 27 | 0.492 |
| Timing Repair Buffer | 20 | 0.320 |
| Tap cell | 46 | 0.0994 |
| Inverter | 9 | 0.0886 |
kinds of logic (layout without fill, tap and decap cells):
family	Yosys count	after routing	share of synthesized area
buffers and inverters	11	29	0.190
AND-OR/OR-AND	5	5	0.124
AND/OR/NAND/NOR	13	13	0.257
adder cells (fa/ha/maj)	9	9	0.429
metal layers:
| layer | GRT usage | up-vias | wire length (um) |
|---|---|---|---|
| met5 | 0 | - | 0 |
| met3 | 0.00455 | 0 | 31 |
| li1 | - | 153 | - |
| met1 | 0.0310 | 121 | 394 |
| met2 | 0.0377 | 6 | 394 |
| met4 | 0 | 0 | 0 |
cell usage after synthesis:
cell type / count / area [um2]
sky130_fd_sc_hd__buf_6: 1 / 11.3
sky130_fd_sc_hd__nor2_1: 3 / 11.3
sky130_fd_sc_hd__buf_2: 1 / 5.00
sky130_fd_sc_hd__ha_1: 9 / 113
sky130_fd_sc_hd__nor2b_1: 1 / 6.26
sky130_fd_sc_hd__a31o_1: 1 / 8.76
sky130_fd_sc_hd__nand2_1: 3 / 11.3
sky130_fd_sc_hd__nand3b_1: 1 / 7.51
sky130_fd_sc_hd__nand2b_1: 2 / 12.5
sky130_fd_sc_hd__a31oi_1: 3 / 18.8
sky130_fd_sc_hd__or2_1: 3 / 18.8
sky130_fd_sc_hd__o21ai_0: 1 / 5.00
sky130_fd_sc_hd__inv_1: 9 / 33.8
worst max-delay path by stage:
stage / startpoint / end / slack (ns) / depth (start not counted)
CTS: b[1] / out[1] / -0.19 / 6
global route: b[2] / out[2] / -0.21 / 6
finish: b[3] / out[3] / -0.15 / 6
Power is estimated from default activity; no workload was simulated.
